### design.v
`timescale 1ns / 1ps
module MITCHEL(
    input [15:0] x,
    input [15:0] y,
    output [31:0] p
    );
	wire [15:0] x_abs;
	wire [15:0] y_abs;
	assign x_abs = x ^ {16{x[15]}};
	assign y_abs = y ^ {16{y[15]}};
	wire [15:0] kx;
	wire zero_x;
	wire [3:0] code_x;
	LOD16 LODx (
		.data_i(x_abs),
		.zero_o(zero_x),
		.data_o(kx)
	 ); 
	PriorityEncoder_16 PEx (
		.data_i(kx),
		.code_o(code_x)
	 ); 
	wire [15:0] ky;
	wire zero_y;
	wire [3:0] code_y;
	LOD16 LODy (
		.data_i(y_abs),
		.zero_o(zero_y),
		.data_o(ky)
	 ); 
	PriorityEncoder_16 PEy (
			.data_i(ky),
			.code_o(code_y)
		 ); 
	wire [3:0] code_x_inv;
	wire [15:0] barrel_x;
	assign code_x_inv = ~code_x;
	Barrel16L BShiftx (
		.data_i(x_abs),
		.shift_i(code_x_inv),
		.data_o(barrel_x)
 	 ); 
	wire [3:0] code_y_inv;
	wire [15:0] barrel_y;
	assign code_y_inv = ~code_y;
	Barrel16L BShifty (
		.data_i(y_abs),
		.shift_i(code_y_inv),
		.data_o(barrel_y)
 	 );
	wire [19:0] op1;
	wire [19:0] op2;
	wire [19:0] L;
	wire c_in;
	assign op1 = {1'b0,code_x,barrel_x[14:0]};
	assign op2 = {1'b0,code_y,barrel_y[14:0]};
    assign L = op1 + op2;
	wire [31:0] tmp_out; 
	AntiLog anti_log(
		.data_i(L),
		.data_o(tmp_out)
	);
	wire prod_sign; 
	wire [31:0] tmp_sign;
	assign prod_sign = x[15] ^ y[15];
	assign tmp_sign = {32{prod_sign}} ^ tmp_out;
	wire not_zero;
	assign not_zero = (~zero_x | x[15] | x[0]) & (~zero_y | y[15] | y[0]);
	assign p = not_zero ? tmp_sign : 32'b0;
endmodule
module AntiLog(
	input [19:0] data_i,
	output [31:0] data_o
	);
	wire [31:0] l1_in;
	wire [31:0] l1_out;
	wire [4:0] k_enc;
	wire [4:0] k_enc_inc;
	assign l1_in = {16'b0,1'b1,data_i[14:0]};
	assign k_enc = {1'b0,data_i[18:15]};
	carry_lookahead_inc inc_inst(
     .i_add1(k_enc),
     .o_result(k_enc_inc)
     );	
	Barrel32L L1shift (
		.data_i(l1_in),
		.shift_i(k_enc_inc),
		.data_o(l1_out)
 	 );
	wire [15:0] r_in;
	wire [15:0] r_out;
	wire [3:0] enc;
	assign enc = ~data_i[18:15];
	assign r_in = {1'b1,data_i[14:0]};
	Barrel16R Rshift (
		.data_i(r_in),
		.shift_i(enc),
		.data_o(r_out)
 	 );
	wire lr;
	wire [15:0] out_msb;
	assign lr = data_i[19];
	assign out_msb = {16{lr}} & l1_out[31:16];
	wire [15:0] out_lsb;
	assign out_lsb = lr ? l1_out[15:0] : r_out;
	assign data_o = {out_msb,out_lsb};
endmodule
module PriorityEncoder_16_old(
    input [15:0] data_i,
    output reg [3:0] code_o
    );
	always @*
		case (data_i)
	      16'b0000000000000001 : code_o = 4'b0000;
         16'b0000000000000010 : code_o = 4'b0001;
         16'b0000000000000100 : code_o = 4'b0010;
         16'b0000000000001000 : code_o = 4'b0011;
         16'b0000000000010000 : code_o = 4'b0100;
         16'b0000000000100000 : code_o = 4'b0101;
         16'b0000000001000000 : code_o = 4'b0110;
         16'b0000000010000000 : code_o = 4'b0111;
		 16'b0000000100000000 : code_o = 4'b1000;
         16'b0000001000000000 : code_o = 4'b1001;
         16'b0000010000000000 : code_o = 4'b1010;
         16'b0000100000000000 : code_o = 4'b1011;
         16'b0001000000000000 : code_o = 4'b1100;
         16'b0010000000000000 : code_o = 4'b1101;
         16'b0100000000000000 : code_o = 4'b1110;
         16'b1000000000000000 : code_o = 4'b1111;
			default     : code_o = 4'b0000;
		endcase
endmodule
module PriorityEncoder_16(
    input [15:0] data_i,
    output [3:0] code_o
    );
    wire [7:0] tmp0;
    assign tmp0 = {data_i[15],data_i[13],data_i[11],data_i[9],data_i[7],data_i[5],data_i[3],data_i[1]};
    OR_tree code0(tmp0,code_o[0]);
    wire [7:0] tmp1;
    assign tmp1 = {data_i[15],data_i[14],data_i[11],data_i[10],data_i[7],data_i[6],data_i[3],data_i[2]};
    OR_tree code1(tmp1,code_o[1]);
    wire [7:0] tmp2;
    assign tmp2 = {data_i[15],data_i[14],data_i[13],data_i[12],data_i[7],data_i[6],data_i[5],data_i[4]};
    OR_tree code2(tmp2,code_o[2]);
    wire [7:0] tmp3;
    assign tmp3 = {data_i[15],data_i[14],data_i[13],data_i[12],data_i[11],data_i[10],data_i[9],data_i[8]};
    OR_tree code3(tmp3,code_o[3]);
endmodule
module OR_tree(
    input [7:0] data_i,
    output data_o
    );
    wire [3:0] tmp1;
    wire [1:0] tmp2;
    assign tmp1 = data_i[3:0] | data_i[7:4];
    assign tmp2 = tmp1[1:0] | tmp2[3:2];
    assign data_o = tmp2[0] | tmp2[1];
endmodule
module LOD4(
    input [3:0] data_i,
    output [3:0] data_o
    );
	 wire mux0;
	 wire mux1;
	 wire mux2;
	 assign mux2 = (data_i[3]==1) ? 1'b0 : 1'b1;
	 assign mux1 = (data_i[2]==1) ? 1'b0 : mux2;
	 assign mux0 = (data_i[1]==1) ? 1'b0 : mux1;
	 assign data_o[3] = data_i[3];
	 assign data_o[2] =(mux2 & data_i[2]);
	 assign data_o[1] =(mux1 & data_i[1]);
	 assign data_o[0] =(mux0 & data_i[0]);
endmodule
module Muxes2in1Array4(
    input [3:0] data_i,
    input select_i,
    output [3:0] data_o
    );
	assign data_o[3] = select_i ? data_i[3] : 1'b0;
	assign data_o[2] = select_i ? data_i[2] : 1'b0;
	assign data_o[1] = select_i ? data_i[1] : 1'b0;
	assign data_o[0] = select_i ? data_i[0] : 1'b0;
endmodule
module LOD16(
    input [15:0] data_i,
    output zero_o,
    output [15:0] data_o
    );
	 wire [15:0] z;
	 wire [3:0] select;
	 wire [3:0] zdet;
	 assign zdet[3] = data_i[15] | data_i[14] | data_i[13] | data_i[12];
	 assign zdet[2] = data_i[11] | data_i[10] | data_i[9] | data_i[8];
	 assign zdet[1] = data_i[7] | data_i[6] | data_i[5] | data_i[4];
	 assign zdet[0] = data_i[3] | data_i[2] | data_i[1] | data_i[0];
	 assign zero_o = ~(zdet[3] | zdet[2] | zdet[1] | zdet[0]);
	 LOD4 lod4_3 (
		.data_i(data_i[15:12]), 
		.data_o(z[15:12])
	 );
	 LOD4 lod4_2 (
		.data_i(data_i[11:8]), 
		.data_o(z[11:8])
	 );
	 LOD4 lod4_1 (
		.data_i(data_i[7:4]), 
		.data_o(z[7:4])
	 );
	 LOD4 lod4_0 (
		.data_i(data_i[3:0]), 
		.data_o(z[3:0])
	 );
	 LOD4 lod4_middle (
		.data_i(zdet), 
		.data_o(select)
	 );
	 Muxes2in1Array4 Inst_MUX214_3 (
		.data_i(z[15:12]), 
		.select_i(select[3]), 
		.data_o(data_o[15:12])
    );
	 Muxes2in1Array4 Inst_MUX214_2 (
		.data_i(z[11:8]), 
		.select_i(select[2]), 
		.data_o(data_o[11:8])
    );
	 Muxes2in1Array4 Inst_MUX214_1 (
		.data_i(z[7:4]), 
		.select_i(select[1]), 
		.data_o(data_o[7:4])
    );
	 Muxes2in1Array4 Inst_MUX214_0 (
		.data_i(z[3:0]), 
		.select_i(select[0]), 
		.data_o(data_o[3:0])
    );
endmodule
module Barrel16L(
    input [15:0] data_i,
    input [3:0] shift_i,
    output reg [15:0] data_o
    );
   always @*
      case (shift_i)
         4'b0000: data_o = data_i;
         4'b0001: data_o = data_i << 1;
         4'b0010: data_o = data_i << 2;
         4'b0011: data_o = data_i << 3;
         4'b0100: data_o = data_i << 4;
         4'b0101: data_o = data_i << 5;
         4'b0110: data_o = data_i << 6;
         4'b0111: data_o = data_i << 7;
         4'b1000: data_o = data_i << 8;
         4'b1001: data_o = data_i << 9;
         4'b1010: data_o = data_i << 10;
         4'b1011: data_o = data_i << 11;
         4'b1100: data_o = data_i << 12;
         4'b1101: data_o = data_i << 13;
         4'b1110: data_o = data_i << 14;
         default: data_o = data_i << 15;
      endcase
endmodule
module Barrel16R(
    input [15:0] data_i,
    input [3:0] shift_i,
    output reg [15:0] data_o
    );
   always @*
      case (shift_i)
         4'b0000: data_o = data_i;
         4'b0001: data_o = data_i >> 1;
         4'b0010: data_o = data_i >> 2;
         4'b0011: data_o = data_i >> 3;
         4'b0100: data_o = data_i >> 4;
         4'b0101: data_o = data_i >> 5;
         4'b0110: data_o = data_i >> 6;
         4'b0111: data_o = data_i >> 7;
         4'b1000: data_o = data_i >> 8;
         4'b1001: data_o = data_i >> 9;
         4'b1010: data_o = data_i >> 10;
         4'b1011: data_o = data_i >> 11;
         4'b1100: data_o = data_i >> 12;
         4'b1101: data_o = data_i >> 13;
         4'b1110: data_o = data_i >> 14;
         default: data_o = data_i >> 15;
      endcase
endmodule
module Barrel32L(
    input [31:0] data_i,
    input [4:0] shift_i,
    output reg [31:0] data_o
    );
   always @*
      case (shift_i)
         5'b00000: data_o = data_i;
         5'b00001: data_o = data_i << 1;
         5'b00010: data_o = data_i << 2;
         5'b00011: data_o = data_i << 3;
         5'b00100: data_o = data_i << 4;
         5'b00101: data_o = data_i << 5;
         5'b00110: data_o = data_i << 6;
         5'b00111: data_o = data_i << 7;
         5'b01000: data_o = data_i << 8;
         5'b01001: data_o = data_i << 9;
         5'b01010: data_o = data_i << 10;
         5'b01011: data_o = data_i << 11;
         5'b01100: data_o = data_i << 12;
         5'b01101: data_o = data_i << 13;
         5'b01110: data_o = data_i << 14;
		 5'b01111: data_o = data_i << 15;
         default:  data_o = data_i << 16;
      endcase
endmodule
module FAd(a,b,c,cy,sm);
	input a,b,c;
	output cy,sm;
	wire x,y,z;
	xor x1(x,a,b);
	xor x2(sm,x,c);
	and a1(y,a,b);
	and a2(z,x,c);
	or o1(cy,y,z);
endmodule
module carry_lookahead_adder
  #(parameter WIDTH = 16)
  (
   input [WIDTH-1:0] i_add1,
   input [WIDTH-1:0] i_add2,
	input cin,
   output [WIDTH-1:0]  o_result
   );
  wire [WIDTH:0]     w_C;
  wire [WIDTH-1:0]   w_G, w_P, w_SUM;
  genvar  ii;
  generate
    for (ii=0; ii<WIDTH; ii=ii+1) 
      begin: mod_carry
        FA full_adder_inst
            ( 
              .a(i_add1[ii]),
              .b(i_add2[ii]),
              .c(w_C[ii]),
              .sm(w_SUM[ii]),
              .cy()
              );
      end
  endgenerate
  genvar jj;
  generate
    for (jj=0; jj<WIDTH; jj=jj+1) 
      begin: mod_sum
        assign w_G[jj]   = i_add1[jj] & i_add2[jj];
        assign w_P[jj]   = i_add1[jj] | i_add2[jj];
        assign w_C[jj+1] = w_G[jj] | (w_P[jj] & w_C[jj]);
      end
  endgenerate
  assign w_C[0] = cin; 
  assign o_result = {w_SUM};    
endmodule  
module FA(a,b,c,cy,sm);
	input a,b,c;
	output cy,sm;
	wire x,y,z;
	xor x1(x,a,b);
	xor x2(sm,x,c);
	and a1(y,a,b);
	and a2(z,x,c);
	or o1(cy,y,z);
endmodule
module carry_lookahead_inc
  (
   input [4:0] i_add1,
   output [4:0]  o_result
   );
  wire [5:0]     w_C;
  wire [4:0]   w_SUM;
  genvar  ii;
  generate 
    for (ii=0; ii<5; ii=ii+1) 
      begin: once_told
         assign w_SUM[ii] = i_add1[ii] ^ w_C[ii];
      end
  endgenerate
  genvar jj;
  generate
    for (jj=0; jj<5; jj=jj+1) 
      begin : someone
        assign w_C[jj+1] = (i_add1[jj] & w_C[jj]);
      end
  endgenerate
  assign w_C[0] = 1'b1;  
  assign o_result = w_SUM;    
endmodule  
### run.sh
#!/bin/bash
# OpenROAD 26Q1-2900-gdf79404cd8, Yosys 0.63+post, stock flow scripts
make -C /OpenROAD-flow-scripts/flow DESIGN_CONFIG=/design/flow/config.mk WORK_HOME=/design/flow/orfs finish
### config.mk
export PLATFORM = sky130hd
export DESIGN_NAME = carry_lookahead_adder
export DESIGN_NICKNAME = carry_lookahead_adder
export VERILOG_FILES = /design/flow/design.v
export SDC_FILE = /design/flow/constraint.sdc
export NUM_CORES = 4
export LEC_CHECK = 1
export CORE_AREA = 10 10 72 72
export DIE_AREA = 0 0 82 82
### constraint.sdc
current_design carry_lookahead_adder

set clk_period 7.0
set clk_io_pct 0.2

create_clock -name clk0 -period $clk_period

set non_clock_inputs [all_inputs -no_clocks]
set_input_delay [expr $clk_period * $clk_io_pct] -clock clk0 $non_clock_inputs
set_output_delay [expr $clk_period * $clk_io_pct] -clock clk0 [all_outputs]
==> results.sh <==
# yosys + openroad results
export IMPL_status="finished, violations left"
export IMPL_violations="setup timing"
export IMPL_die_y_um=82
export IMPL_gp_congestion=0.883
export IMPL_setup_viol=5
export IMPL_crit_top_cell="fa_2"
export IMPL_mostFrequentLayoutCell="clkdlybuf4s50_1"
export IMPL_synthesis_area_um2=495
export IMPL_ys_seq_share_pct=0
export IMPL_adder_share_pct=60.6
export IMPL_drt_iter0_drc=0
export IMPL_holdWs_ns=3.54
export IMPL_firstDrtPassIters=1
export IMPL_syn_inst=46
export IMPL_synth_area_yosys_um2=495
export IMPL_pre_cts_slack_ns=-2.00
export IMPL_dp_cells=127
export IMPL_synthXorXnorAreaFrac_pct=4.55
export IMPL_ant_nets=0
export IMPL_num_vias=402
export IMPL_finalHoldViolCount=0
export IMPL_fp_utilization_pct=13.4
export IMPL_ys_top_logic_family="adder cells"
export IMPL_chip_area_mm2=0.00672
export IMPL_cp_buffers_inverters=8
export IMPL_diodes=0
export IMPL_tool_warnings=35
export IMPL_finalCriticalPeriod_ns=8.21
export IMPL_crit_family="adder cells"
export IMPL_crit_required_ns=5.60
export IMPL_hold_path_class="in -> out"
export IMPL_max_stage_delay_ns=0.42
export IMPL_fin_crit_sh_pct=117
export IMPL_tightest_slew_ns=0.112
export IMPL_cp_end_kind="output port"
export IMPL_slew_headroom_pct=92.5
export IMPL_boundaryPins=49
export IMPL_viasPerCell=3.17
export IMPL_grt_pass1_wl_mm=2.24
export IMPL_finish_instance_area_um2=936
export IMPL_dieWidth_um=82
export IMPL_rows=22
export IMPL_yosys_area_share_simple_pct=0
export IMPL_drive_above_1_share_pct=39.2
export IMPL_path_class="in -> out"
export IMPL_wire_per_inst_um=12.1
export IMPL_place_hpwl_mm=1.53
export IMPL_rsz0062_at_grt="yes"
export IMPL_critPathMaxFanout=1
export IMPL_mux_area_share_pct=0
export IMPL_area_growth_synth_to_final_pct=88.9
export IMPL_maxCapViolCount=0
export IMPL_fin_ws_ns=-1.21
export IMPL_place_area_um2=958
export IMPL_synth_avg_cell_area_um2=10.8
export IMPL_grt_max_degree=2
export IMPL_lay_top_cells="clkdlybuf4s50_1 (37), fa_2 (15), inv_1 (7)"
export IMPL_clkbuf_count=0
export IMPL_path_cells="buf_6 -> inv_4 -> fa_2 -> inv_2 -> fa_2 -> fa_2 -> fa_2 -> fa_2 -> fa_2 -> fa_2 -> fa_2 -> fa_2 -> inv_2 -> fa_2 -> inv_2 -> fa_2 -> fa_2 -> fa_2 -> fa_2 -> inv_2 -> fa_2 -> inv_1 -> buf_2"
export IMPL_drv_slew=0
export IMPL_hold_buffers=0
export IMPL_irDropWorstVdd_mv=0.0254
export IMPL_drc_errors=0
export IMPL_core_area_mm2=0.00369
export IMPL_crit_path_top_delay_cell="fa_2"
export IMPL_leakage_nw=0.382
export IMPL_fmax_mhz=122
export IMPL_grt_ovfl_total=0
export IMPL_cts_setup_buffers=0
export IMPL_n_sequential_cell=0
export IMPL_seq_area_um2=0
export IMPL_ys_types=4
export IMPL_grtUsageTotal_pct=4.33
export IMPL_yosys_area_share_aoi_pct=0
export IMPL_antenna_found_initial=0
export IMPL_wl_mm=1.54
export IMPL_crit_arrival_ns=6.81
export IMPL_first_global_vias=454
export IMPL_yosys_warnings=0
export IMPL_power_density_mw_per_mm2=76.7
export IMPL_finish_utilization_pct=25.4
export IMPL_port_buffers=49
export IMPL_worst_setup_path_start_kind="primary input"
export IMPL_yosysCellCount=46
export IMPL_fin_cells=127
## metal layers
layer	global-route usage (%)	share of wire, %	vias to the layer above
li1	-	-	175
met1	4.86	36	179
met2	5.49	30	48
met3	5.29	34	0
met4	0	0	0
met5	0	0	-
## through the flow
stage | TNS, ns | power, mW
3_5_place_dp | -8.71 | 0.0821
2_1_floorplan | -3.05 | 0.0420
4_1_cts | -5.52 | 0.0751
5_1_grt | -4.67 | 0.0825
3_3_place_gp | -8.63 | 0.0822
6_report | -3.86 | 0.0718
## report_power, final
part,internal [mW],total [mW],switching [mW]
Clock,0,0,0
Combinational,0.0508,0.0718,0.0210
Sequential,0,0,0
## cells in the mapped netlist
| cell type | instances | area, um2 |
|---|---|---|
| buf_4 | 16 | 120 |
| fa_1 | 15 | 300 |
| inv_1 | 14 | 52.6 |
| xnor3_1 | 1 | 22.5 |
## worst paths after layout
kind                      start            to  slack, ns  cells past startpoint
worst max-delay path  i_add1[0]  o_result[14]      -1.21                     23
worst min-delay path        cin   o_result[0]       3.54                      5
## cell type report
class                           count  area, um2
Timing Repair Buffer               49        460
Multi-Input combinational cell     16        360
Tap cell                           48       60.1
Fill cell                         401       2750
Inverter                           14       55.1
## repair_timing
action	in CTS	in global routing
gates resized	39	1
endpoints found under the setup margin	8	7
pin swaps	16	15
## kinds of logic (layout without fill, tap and decap cells)
kind of cell	count (synthesis)	count (layout)
buffers and inverters	30	63
adders and majority gates	15	15
xor gates and xnor gates	1	1
Power is estimated from default activity; no workload was simulated.
